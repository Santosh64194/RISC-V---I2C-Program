===== ./run.sh =====
#!/bin/bash
# OpenROAD 26Q1-2900-gdf79404cd8, Yosys 0.63+post, stock flow scripts
make -C /OpenROAD-flow-scripts/flow DESIGN_CONFIG=/design/flow/config.mk WORK_HOME=/design/flow/orfs finish

===== ./config.mk =====
export PLATFORM = sky130hd
export DESIGN_NAME = iic_oled_mode_hello
export DESIGN_NICKNAME = iic_oled_mode_hello
export VERILOG_FILES = /design/flow/design.v
export SDC_FILE = /design/flow/constraint.sdc
export NUM_CORES = 4
export LEC_CHECK = 1
export CORE_UTILIZATION = 30

===== ./constraint.sdc =====
current_design iic_oled_mode_hello

set clk_period 8.9
set clk_io_pct 0.2

create_clock -name clk0 -period $clk_period [get_ports {clk}]

set non_clock_inputs [all_inputs -no_clocks]
set_input_delay [expr $clk_period * $clk_io_pct] -clock clk0 $non_clock_inputs
set_output_delay [expr $clk_period * $clk_io_pct] -clock clk0 [all_outputs]

===== ./design.v =====
`timescale 1ns/1ps
module iic_controller (
    input  wire       clk,
    input  wire       rst,
    input  wire       i_rw,
    input  wire [6:0] slave_addr,
    input  wire [7:0] data,
    output wire [7:0] o_data,
    output wire       o_done,
    output wire       o_ack_error,
    inout  wire       sda,
    output wire       scl
);
    localparam integer SCL_HALF_CNT = 10'd62;
    localparam integer SCL_FULL_CNT = 10'd124;
    localparam IDLE          = 5'd0;
    localparam START_COND    = 5'd1;
    localparam SEND_BYTE     = 5'd2;
    localparam SCL_LOW       = 5'd3;
    localparam SCL_HIGH      = 5'd4;
    localparam ACK_WAIT      = 5'd5;
    localparam ACK_SCL_HIGH  = 5'd6;
    localparam ACK_DECIDE    = 5'd7;
    localparam ACK_SCL_LOW   = 5'd8;
    localparam READ_BYTE     = 5'd9;
    localparam READ_SCL_LOW  = 5'd10;
    localparam READ_SCL_HIGH = 5'd11;
    localparam READ_ACK_SEND = 5'd12;
    localparam READ_ACK_HIGH = 5'd13;
    localparam READ_ACK_LOW  = 5'd14;
    localparam STOP_COND_1   = 5'd15;
    localparam STOP_COND_2   = 5'd16;
    localparam STOP_FINISH   = 5'd17;
    localparam DONE          = 5'd18;
    reg [4:0]  state, next_state;
    reg [9:0]  clk_counter, next_clk_counter;
    reg [2:0]  bit_counter, next_bit_counter;
    reg [7:0]  data_buffer, next_data_buffer;
    reg [7:0]  read_buffer, next_read_buffer;
    reg [7:0]  data_reg;
    reg [6:0]  slave_addr_reg;
    reg        rw_bit;
    reg        sda_drive, next_sda_drive;
    reg        sda_data, next_sda_data;
    reg        scl_reg, next_scl;
    reg        ack_error, next_ack_error;
    reg        sent_address_flag, next_sent_address_flag;
    reg        done_pulse, next_done_pulse;
    reg scl_prev;
    wire scl_rising = (scl_prev == 0 && scl_reg == 1);
    assign sda = (sda_drive) ? sda_data : 1'bz;
    assign scl = scl_reg;
    assign o_data = read_buffer;
    assign o_ack_error = ack_error;
    assign o_done = done_pulse;
    always @(posedge clk or posedge rst) begin
        if (rst) begin
            state               <= IDLE;
            clk_counter         <= 0;
            bit_counter         <= 3'd7;
            data_buffer         <= 8'h00;
            read_buffer         <= 8'h00;
            data_reg            <= 8'h00;
            slave_addr_reg      <= 7'h00;
            rw_bit              <= 1'b0;
            sda_drive           <= 1'b0;
            sda_data            <= 1'b1;
            scl_reg             <= 1'b1;
            ack_error           <= 1'b0;
            sent_address_flag   <= 1'b0;
            done_pulse          <= 1'b0;
            scl_prev            <= 1'b1;
        end else begin
            scl_prev            <= scl_reg;
            state               <= next_state;
            clk_counter         <= next_clk_counter;
            bit_counter         <= next_bit_counter;
            data_buffer         <= next_data_buffer;
            read_buffer         <= next_read_buffer;
            sda_drive           <= next_sda_drive;
            sda_data            <= next_sda_data;
            scl_reg             <= next_scl;
            ack_error           <= next_ack_error;
            sent_address_flag   <= next_sent_address_flag;
            done_pulse          <= next_done_pulse;
            if (state == IDLE && next_state == START_COND) begin
                data_reg       <= data;
                slave_addr_reg <= slave_addr;
                rw_bit         <= i_rw;
            end
            if (state == ACK_SCL_HIGH && clk_counter >= (SCL_FULL_CNT - 2)) begin
                if (sda == 1'b1)
                    ack_error <= 1'b1;  
                else
                    ack_error <= 1'b0;  
            end
            if (state == READ_SCL_HIGH && clk_counter == SCL_HALF_CNT) begin
                read_buffer[bit_counter] <= sda;
            end
        end
    end
    always @(*) begin
        next_state             = state;
        next_clk_counter       = clk_counter;
        next_bit_counter       = bit_counter;
        next_data_buffer       = data_buffer;
        next_read_buffer       = read_buffer;
        next_sda_drive         = sda_drive;
        next_sda_data          = sda_data;
        next_scl               = scl_reg;
        next_ack_error         = ack_error;
        next_sent_address_flag = sent_address_flag;
        next_done_pulse        = 1'b0;
        if (state == IDLE) begin
            next_ack_error         = 1'b0;
            next_sent_address_flag = 1'b0;
            next_done_pulse        = 1'b0;
        end
        case (state)
            IDLE: begin
                next_scl = 1;
                next_sda_drive = 0;
                next_sda_data = 1;
                if (!rst) begin
                    next_state = START_COND;
                end
            end
            START_COND: begin
                next_sda_drive   = 1;
                next_sda_data    = 0;
                next_clk_counter = 0;
                next_bit_counter = 3'd7;
                next_data_buffer = {slave_addr_reg, rw_bit};
                next_state       = SEND_BYTE;
            end
            SEND_BYTE: begin
                next_scl         = 1;
                next_sda_drive   = 1;
                next_sda_data    = data_buffer[bit_counter];
                next_clk_counter = 0;
                next_state       = SCL_LOW;
            end
            SCL_LOW: begin
                next_scl = 0;
                if (clk_counter >= SCL_FULL_CNT) begin
                    next_clk_counter = 0;
                    next_state       = SCL_HIGH;
                end else begin
                    next_clk_counter = clk_counter + 1;
                end
            end
            SCL_HIGH: begin
                next_scl = 1;
                if (clk_counter >= SCL_FULL_CNT) begin
                    next_clk_counter = 0;
                    if (bit_counter == 3'd0) begin
                        next_state = ACK_WAIT;
                    end else begin
                        next_bit_counter = bit_counter - 1;
                        next_state       = SEND_BYTE;
                    end
                end else begin
                    next_clk_counter = clk_counter + 1;
                end
            end
            ACK_WAIT: begin
                next_scl         = 0;
                next_sda_drive   = 0;
                if (clk_counter >= SCL_FULL_CNT) begin
                    next_clk_counter = 0;
                    next_state = ACK_SCL_HIGH;
                end else begin
                    next_clk_counter = clk_counter + 1;
                end
            end
            ACK_SCL_HIGH: begin
                next_scl = 1;
                if (clk_counter >= SCL_FULL_CNT) begin
                    next_clk_counter = 0;
                    next_state = ACK_DECIDE;
                end else begin
                    next_clk_counter = clk_counter + 1;
                end
            end
            ACK_DECIDE: begin
                next_scl = 0;
                if (ack_error == 1'b1) begin
                    next_state = STOP_COND_1;  
                end else begin
                    next_state = ACK_SCL_LOW;
                end
            end
            ACK_SCL_LOW: begin
                next_scl = 0;
                if (!sent_address_flag) begin
                    next_sent_address_flag = 1;
                    next_bit_counter = 3'd7;
                    if (rw_bit == 1'b0) begin
                        next_data_buffer = data_reg;
                        next_state = SEND_BYTE;
                    end else begin
                        next_state = READ_BYTE;
                    end
                end else begin
                    next_state = STOP_COND_1;
                end
            end
            READ_BYTE: begin
                next_scl = 1;
                next_sda_drive = 0;
                next_clk_counter = 0;
                next_state = READ_SCL_LOW;
            end
            READ_SCL_LOW: begin
                next_scl = 0;
                if (clk_counter >= SCL_FULL_CNT) begin
                    next_clk_counter = 0;
                    next_state = READ_SCL_HIGH;
                end else begin
                    next_clk_counter = clk_counter + 1;
                end
            end
            READ_SCL_HIGH: begin
                next_scl = 1;
                if (clk_counter >= SCL_FULL_CNT) begin
                    next_clk_counter = 0;
                    if (bit_counter == 3'd0) begin
                        next_state = READ_ACK_SEND;
                    end else begin
                        next_bit_counter = bit_counter - 1;
                        next_state = READ_BYTE;
                    end
                end else begin
                    next_clk_counter = clk_counter + 1;
                end
            end
            READ_ACK_SEND: begin
                next_scl = 0;
                next_sda_drive = 1;
                next_sda_data  = 1;
                next_clk_counter = 0;
                next_state = READ_ACK_HIGH;
            end
            READ_ACK_HIGH: begin
                next_scl = 1;
                if (clk_counter >= SCL_FULL_CNT) begin
                    next_clk_counter = 0;
                    next_state = READ_ACK_LOW;
                end else begin
                    next_clk_counter = clk_counter + 1;
                end
            end
            READ_ACK_LOW: begin
                next_scl = 0;
                next_state = STOP_COND_1;
            end
            STOP_COND_1: begin
                next_scl = 0;
                next_sda_drive = 1;
                next_sda_data  = 0;
                next_clk_counter = 0;
                next_state = STOP_COND_2;
            end
            STOP_COND_2: begin
                next_scl = 1;
                if (clk_counter >= SCL_FULL_CNT) begin
                    next_clk_counter = 0;
                    next_state = STOP_FINISH;
                end else begin
                    next_clk_counter = clk_counter + 1;
                end
            end
            STOP_FINISH: begin
                next_scl = 1;
                next_sda_drive = 0;
                next_done_pulse = 1'b1;
                next_state = DONE;
            end
            DONE: begin
                next_done_pulse = 1'b0;
                next_state = IDLE;
            end
            default: begin
                next_state = IDLE;
            end
        endcase
    end
endmodule
`timescale 1ns/1ps
module iic_oled_mode_hello (
    input  wire clk,
    input  wire rst,
    output wire scl,
    inout  wire sda
);
    wire [7:0] o_data;
    wire o_done;
    wire o_ack_error;
    reg        start_flag;
    reg [7:0]  data_reg;
    reg [6:0]  slave_addr;
    reg        rw_bit;
    reg [3:0]  step;
    reg        send_next;
    iic_controller i2c_master (
        .clk(clk),
        .rst(rst),
        .i_rw(rw_bit),
        .slave_addr(slave_addr),
        .data(data_reg),
        .o_data(o_data),
        .o_done(o_done),
        .o_ack_error(o_ack_error),
        .sda(sda),
        .scl(scl)
    );
    always @(posedge clk or posedge rst) begin
        if (rst) begin
            step <= 0;
            rw_bit <= 0;
            slave_addr <= 7'h3C;
            data_reg <= 8'h00;
            send_next <= 0;
        end else begin
            case (step)
                0: begin
                    data_reg <= 8'h40;
                    rw_bit <= 0;
                    step <= 1;
                    send_next <= 1;
                end
                1: if (o_done) begin
                    step <= 2;
                    data_reg <= 8'h48;  
                    send_next <= 1;
                end
                2: if (o_done) begin
                    step <= 3;
                    data_reg <= 8'h65;  
                    send_next <= 1;
                end
                3: if (o_done) begin
                    step <= 4;
                    data_reg <= 8'h6C;  
                    send_next <= 1;
                end
                4: if (o_done) begin
                    step <= 5;
                    data_reg <= 8'h6C;  
                    send_next <= 1;
                end
                5: if (o_done) begin
                    step <= 6;
                    data_reg <= 8'h6F;  
                    send_next <= 1;
                end
                6: if (o_done) begin
                    step <= 7;
                    send_next <= 0;
                end
                default: step <= step;
            endcase
        end
    end
endmodule

==> Slide: Implementation Results <==
Flow Results at a Glance

Clock network
  – Post-CTS setup buffer count: 0
  – CTS HTree Levels: 3
  – Clk sink count: 60
  – Num CTS Buffers: 9
  – CTS root buffer: clkbuf_8
  – # resized after CTS: 0
  – CTS Buffer Depth: 2
  – Cts hold-fix bufs: 0

Outcome
  – Halt Stage: clock tree synthesis (4_1_cts)
  – Tool Error: [error] [KeplerFormal.cpp:679] Workflow failed: Iso has multiple drivers: .sda0, sda$_DFFE_PP1P_.Q0
  – Status: stopped before the end

Yosys
  – Yosys Instances: 250
  – Yosys stat area: 2720 µm²
  – Synth Instances: 250
  – Mapped Area: 2720 µm²
  – Yosys warns: 3
  – Syn avg cell area: 10.9 µm²
  – Distinct cell type count after synthesis: 47
  – Synth Seq Share: 0.555
  – FF+latch count, synth: 60

Floorplanning
  – Die W: 97.2 µm
  – Floorplan core density: 0.311
  – I/O Pins: 4
  – Die H: 97.2 µm
  – Num rows: 34

Placed design
  – IO buf count: 2
  – HPWL after DPL: 3.55 mm
  – Cells after DPL: 356
  – Pre-CTS WS: 5.57 ns
  – Placer congestion estimate: 0.789
  – Dpl cell area: 2870 µm²
-- cell usage after synthesis, drive strengths merged --
library cell	instances	share of area
nor2b	3	0.0069
dfrtp	53	0.49
o211ai	2	0.0055
nand2	33	0.046
inv	9	0.012
a311oi	1	0.0032
mux2	16	0.073
or2	1	0.0023
mux2i	3	0.011
nor4	2	0.0046
a41oi	1	0.0032
and2	5	0.012
nand4	1	0.0078
clkbuf	3	0.0041
a21o	6	0.017
o21ai	17	0.031
xor2	2	0.0064
a21boi	1	0.0028
conb	1	0.0014
nor3	11	0.024
nand2b	6	0.014
buf	4	0.0069
o31ai	1	0.0028
nor2	12	0.017
and3	5	0.013
ha	4	0.018
or3	5	0.011
o21a	1	0.0028
a22o	1	0.0032
a21oi	10	0.018
mux4	1	0.0083
or4	3	0.0097
a31oi	5	0.011
nand3	7	0.013
dfstp	7	0.068
a221o	1	0.0037
nand3b	2	0.0055
a211oi	1	0.0028
nor4b	2	0.0064
o22ai	1	0.0023
-- kinds of logic after synthesis --
logic type / after synthesis / synth area share
simple gates: 98 / 0.193
flops: 60 / 0.555
compound gates: 49 / 0.110
mux: 20 / 0.0924
buf+inv: 16 / 0.0234
fa+ha+maj: 4 / 0.0184
xor+xnor: 2 / 0.00644
other cells: 1 / 0.00138
